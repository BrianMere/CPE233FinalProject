$ cat design/flow/config.mk
export PLATFORM = sky130hd
export DESIGN_NAME = debounce_one_shot
export DESIGN_NICKNAME = debounce_one_shot
export VERILOG_FILES = /design/flow/design.v
export SDC_FILE = /design/flow/constraint.sdc
export NUM_CORES = 4
export LEC_CHECK = 1
export CORE_AREA = 10 10 73 73
export DIE_AREA = 0 0 83 83
$ cat design/flow/constraint.sdc
current_design debounce_one_shot

set clk_period 2.7
set clk_io_pct 0.2

create_clock -name clk0 -period $clk_period [get_ports {CLK}]

set non_clock_inputs [all_inputs -no_clocks]
set_input_delay [expr $clk_period * $clk_io_pct] -clock clk0 $non_clock_inputs
set_output_delay [expr $clk_period * $clk_io_pct] -clock clk0 [all_outputs]
$ cat design/flow/design.v
`timescale 1ns / 1ps
module debounce_one_shot(
    input CLK,
    input BTN,
    output logic DB_BTN
    );
    const logic [7:0] c_LOW_GOING_HIGH_CLOCKS = 8'h19;  
    const logic [7:0] c_HIGH_GOING_LOW_CLOCKS = 8'h33;  
    const logic [7:0] c_ONE_SHOT_CLOCKS       = 8'h03;  
    typedef enum { ST_init, ST_BTN_low, ST_BTN_low_to_high, ST_BTN_high, ST_BTN_high_to_low, ST_one_shot} STATES;
    STATES NS, PS;
    logic [7:0] s_db_count = 8'h00;
    logic s_count_rst, s_count_inc = 1'b0;
    always_ff @(posedge CLK) begin
        if (s_count_rst == 1'b1)
            s_db_count <= 8'h00;
        else if (s_count_inc == 1'b1)
            s_db_count <= s_db_count + 1;
    end
    always_ff @(posedge CLK) begin
       PS <= NS; 
    end
    always_comb begin
        NS = ST_init;
        DB_BTN = 1'b0;
        s_count_rst = 1'b0;
        s_count_inc = 1'b0;
        case (PS)
            ST_init: begin           
                NS = ST_BTN_low;
                DB_BTN = 1'b0;
                s_count_rst = 1'b1;
            end
            ST_BTN_low: begin    
                if (BTN == 1'b1) begin        
                    NS = ST_BTN_low_to_high;  
                    s_count_inc = 1'b1;        
                end
                else begin
                    NS = ST_BTN_low;         
                    s_count_rst = 1'b1;
                end
            end
            ST_BTN_low_to_high: begin    
                if (BTN == 1'b1) begin   
                    if (s_db_count == c_LOW_GOING_HIGH_CLOCKS) begin 
                        NS = ST_BTN_high;
                        s_count_rst = 1'b1;
                    end
                    else begin           
                        NS = ST_BTN_low_to_high;
                        s_count_inc = 1'b1;
                    end
                end
                else begin               
                    NS = ST_BTN_low;
                    s_count_rst = 1'b1;
                end
            end
            ST_BTN_high: begin           
                if (BTN == 1'b1) begin 
                    NS = ST_BTN_high;
                    s_count_rst = 1'b1;
                end
                else begin               
                    NS = ST_BTN_high_to_low;
                    s_count_inc = 1'b1;
                end
            end
            ST_BTN_high_to_low: begin
                if (BTN == 1'b0) begin   
                    if (s_db_count == c_HIGH_GOING_LOW_CLOCKS) begin 
                        NS = ST_one_shot;
                        s_count_rst = 1'b1;
                    end
                    else begin           
                        NS = ST_BTN_high_to_low;
                        s_count_inc = 1'b1;
                    end
                end
                else begin               
                    NS = ST_BTN_high;
                    s_count_rst = 1'b1;
                end 
            end
            ST_one_shot: begin   
                if (s_db_count == c_ONE_SHOT_CLOCKS) begin  
                    NS = ST_init;
                    s_count_rst = 1'b1;
                    DB_BTN = 1'b0;
                end
                else begin               
                    NS = ST_one_shot;
                    s_count_inc = 1'b1;
                    DB_BTN = 1'b1;
                end
            end
            default: begin               
                NS = ST_init;
                s_count_rst = 1'b1;
                s_count_inc = 1'b0;
                DB_BTN = 1'b0;
            end
        endcase
    end
endmodule
$ cat design/flow/run.sh
#!/bin/bash
# OpenROAD 26Q1-2900-gdf79404cd8, Yosys 0.63+post, stock flow scripts
make -C /OpenROAD-flow-scripts/flow DESIGN_CONFIG=/design/flow/config.mk WORK_HOME=/design/flow/orfs finish
==> Slide: Implementation Results <==
Synthesis and Place & Route Summary

Synth
  • Synthesized area: 677 sq um
  • Yosys Instances: 75
  • Synth Seq Share: about a third
  • Yosys reg bits: 11
  • Unique cell types: 35
  • YS chip area: 677 sq um
  • Synth warnings: 1
  • Gate Count Post-Synth: 75
  • Syn Area/Cell: around 9.0 sq um

Clock network
  • Hold-fix buffers at CTS: 0
  • Root Buffer: clkbuf_8
  • Clock sinks: 11
  • Late-Pin Clk Latency: 0.24 ns
  • Clk slew on worst S/H paths: 0.05 ns
  • Number of buffers created by CTS: 3
  • Post-CTS Setup Inserts: 0
  • Post-cts resize count: 0
  • CTS tree: built
  • Clock Path Buffers: 2
  • H-tree depth: 1

Layout
  • Layout cell share with drive strength beyond 1: 16.9%
  • FILL cells: 418
  • Most frequent logic cell in the layout: dfxtp_1
  • Comb gate area: a little over 400 sq um
  • Top Layout Cells: dfxtp_1 (11), a21oi_1 (10), nor2_1 (6), xnor2_1 (6), nand2_1 (5)
  • Layout area overhead: 13.5%
  • Register area: 220 sq um

STA
  • Rel. slew slack: 51.8%
  • Final Skew: 0.00274 ns
  • Setup TNS: 0 ns
  • Final Max Tran Viols: 0
  • Minimum clock period: 2.48 ns
  • Setup-failing EPs final: 0
  • Max Fclk: 404 MHz
  • Final WS setup: between 0.2 and 0.25 ns
  • Final worst-path cycle share: about nine tenths
  • Final Hold Violating Endpoints: 0
  • Final Hold Slack: a little under 0.5 ns
  • Unrepaired setup endpoints after global routing: no
  • Worst Tran Pin Value: 0.718 ns

Drt
  • Pre-antenna DRT Iters: 4
  • Antenna-violating nets left: 0
  • Met1 WL: 682 um
  • Top routing layer in use: met4
  • Antenna cells: 0
  • Post-DR vias/cell: 4.33
  • Wire length on met2: 531 um
  • DR vias: about 540
  • Drt wl/cell: 10.7 um
  • Initial DRC Count: around 64
  • DR DRC count: 0
  • WL met3: 106 um
  • Drt total wl: 1330 um

Place
  • Pre-CTS setup slack: 0.491 ns
  • GP Congestion: 0.866
  • I/O Buffers: 2
  • DP HPWL: 900 um

Power and ir drop
  • Static leakage: approximately 0.24 nW
  • Pwr/cell area: 866 nW/um^2
  • Peak VDD IR: about 0.00023 V

GRT
  • GR Overflow Total: 0
  • Overall Global Routing Usage: 3.97%
  • First-pass GRT wire length: around 2400 um
  • Initial antenna violation count: 0
  • Largest net degree at the start of global routing: 13
  • Vias in the first global route: between 500 and 600

Min path
  • HP Start: s_db_count[0]
  • Hold EP: s_db_count[0]
  • Hold path cells: 1
  • Tightest Hold Check Type: reg -> reg

Setup path
  • Reg2Reg Depth: 5
  • RR Endpoint: s_db_count[2]
  • R2R Setup Slk: 0.99 ns
  • Worst-path fanout max: 4
  • Critical path capture point type: primary output
  • Worst r2r src: s_db_count[0]
  • Startpoint types: flop
  • Crit path kind: reg -> out
  • Crit path DAT: a little under 2 ns
  • WP data required: roughly 2.2 ns

Floorplan
  • Die span in x: 83 um
  • Core area: 3740 sq um
  • FP Rows: 22
  • Io pins: 3
  • FP Core Util: between 10% and 20%
  • Die span in y: 83 um
  • Die ar.: 6890 sq um

Run status
  • Run status: completed

Flow run
  • Max_cap viols: 0
  • Log Warnings: 26
==> stage by stage <==
| stage | area [sq um] | power [mW] | util (%) | instances |
|---|---|---|---|---|
| after floorplan | 677 | 0.477 | - | 75 |
| after global placement | 722 | 0.489 | 19.3 | 121 |
| after detailed placement | 722 | 0.496 | 19.3 | 121 |
| after CTS | 768 | 0.667 | 20.5 | 125 |
| after global routing | 768 | 0.731 | 20.5 | 125 |
| final | 768 | 0.666 | 20.5 | 125 |
==> worst max-delay path by stage <==
stage | start | endpoint | slack, ns | cells after the start
5_1_grt | s_db_count[0] | DB_BTN | 0.09 | 4
6_report | s_db_count[0] | DB_BTN | 0.22 | 4
4_1_cts | s_db_count[0] | DB_BTN | 0.22 | 4
==> metal layers <==
layer	up-vias	global-route usage (%)
li1	274	-
met1	255	5.21
met2	9	5.52
met3	3	2.36
met4	0	0.615
met5	-	0
==> power by group <==
group	internal (mW)	switching (mW)
clock	0.102	0.0644
sequential	0.201	0.0693
combinational	0.102	0.127
==> area by class of cell <==
cell class	count	share of cell area, %
sequential	11	28.7
clock buffer	3	5.37
tap	48	7.82
multi-input combinational	58	53.9
clock inverter	1	0.651
inverter	2	0.977
timing repair buffer	2	2.61
==> cell families (layout without fill, tap and decap cells) <==
logic type                 Yosys count  in the layout  share of synthesized area, %
and+or+nand+nor                     29             29                          26.8
AOI/OAI and AO/OA                   21             21                          22.9
DFF                                 11             11                          32.5
xor gates and xnor gates             6              6                          7.76
buffers and inverters                6              8                          6.28
adders and majority gates            2              2                          3.70
==> synthesized netlist by cell type <==
| library cell | n | area share, % |
|---|---|---|
| a21bo_2 | 1 | 1.5 |
| a21boi_0 | 1 | 1.1 |
| a21oi_1 | 10 | 7.4 |
| a311oi_2 | 1 | 2.2 |
| a31o_2 | 1 | 1.3 |
| a31oi_1 | 1 | 0.92 |
| a41o_1 | 1 | 1.5 |
| a41oi_2 | 1 | 2.4 |
| and2_1 | 1 | 0.92 |
| and2_2 | 1 | 1.1 |
| and3b_1 | 1 | 1.3 |
| buf_4 | 1 | 1.1 |
| buf_6 | 2 | 3.3 |
| clkbuf_2 | 1 | 0.74 |
| dfxtp_1 | 11 | 33 |
| ha_1 | 2 | 3.7 |
| inv_1 | 2 | 1.1 |
| nand2_1 | 5 | 2.8 |
| nand3_1 | 1 | 0.74 |
| nand4_1 | 1 | 0.92 |
| nand4bb_1 | 1 | 1.7 |
| nor2_1 | 6 | 3.3 |
| nor2b_1 | 1 | 0.92 |
| nor3_1 | 4 | 3.0 |
| nor3_2 | 1 | 1.5 |
| nor3_4 | 1 | 2.4 |
| nor3b_2 | 1 | 1.8 |
| nor4_1 | 2 | 1.8 |
| nor4b_1 | 1 | 1.3 |
| o21ai_0 | 1 | 0.74 |
| o21bai_1 | 1 | 1.1 |
| o21bai_2 | 1 | 1.7 |
| o31ai_1 | 1 | 1.1 |
| or3b_1 | 1 | 1.3 |
| xnor2_1 | 6 | 7.8 |
==> critical path: stages, from the launching register on <==
cell and delay (ns):
dfxtp_1 0.34, ha_1 0.21, nor3b_2 0.18, a311oi_2 0.43, clkdlybuf4s50_1 0.55
==> state kept, by name, summed over array words and instances (netlist names) <==
register	count
PS	3
s_db_count	8
Power and IR drop assume default switching activity.
